$ cat config.mk
export PLATFORM = sky130hd
export DESIGN_NAME = dac
export DESIGN_NICKNAME = dac
export VERILOG_FILES = /design/flow/design.v
export SDC_FILE = /design/flow/constraint.sdc
export NUM_CORES = 4
export LEC_CHECK = 1
export CORE_AREA = 10 10 92 92
export DIE_AREA = 0 0 102 102
$ cat run.sh
#!/bin/bash
# OpenROAD 26Q1-2900-gdf79404cd8, Yosys 0.63+post, stock flow scripts
make -C /OpenROAD-flow-scripts/flow DESIGN_CONFIG=/design/flow/config.mk WORK_HOME=/design/flow/orfs finish
$ cat constraint.sdc
current_design dac

set clk_period 1.6
set clk_io_pct 0.2

create_clock -name clk0 -period $clk_period [get_ports {clk}]

set non_clock_inputs [all_inputs -no_clocks]
set_input_delay [expr $clk_period * $clk_io_pct] -clock clk0 $non_clock_inputs
set_output_delay [expr $clk_period * $clk_io_pct] -clock clk0 [all_outputs]
$ cat design.v
module dac #(
    parameter DATA_WIDTH = 8     
) (
    input wire clk,                             
    input wire rst_n,                           
    input wire [DATA_WIDTH-1:0] data_in,       
    input wire data_valid,                      
    output reg dac_out,                        
    output reg dac_clk                         
);
parameter COUNTER_WIDTH = DATA_WIDTH;
parameter MAX_COUNT = (1 << DATA_WIDTH) - 1;
reg [COUNTER_WIDTH-1:0] pwm_counter;
reg [DATA_WIDTH-1:0] current_data;
reg [3:0] clk_divider;         
always @(posedge clk or negedge rst_n) begin
    if (!rst_n) begin
        pwm_counter <= 0;
        dac_out <= 1'b0;
    end else begin
        pwm_counter <= (pwm_counter >= MAX_COUNT) ? 0 : pwm_counter + 1'b1;
        dac_out <= (pwm_counter < current_data);
    end
end
always @(posedge clk or negedge rst_n) begin
    if (!rst_n) begin
        current_data <= {DATA_WIDTH{1'b0}};
    end else if (data_valid) begin
        current_data <= data_in;
    end
end
always @(posedge clk or negedge rst_n) begin
    if (!rst_n) begin
        clk_divider <= 4'd0;
        dac_clk <= 1'b0;
    end else begin
        clk_divider <= clk_divider + 1'b1;
        if (clk_divider == 4'd0) begin
            dac_clk <= ~dac_clk;
        end
    end
end
endmodule
==> results_dict.tcl <==
# place-and-route summary
set metrics [dict create \
    status "finished, final reports clean" \
    post-synth-top-area-fraction_pct 53.66 \
    htreeDepth 1 \
    chipWidth_um 102 \
    holdBufCountCts 0 \
    clockRootBuffer "clkbuf_8" \
    final_max_slew_viol_count 0 \
    yosys-stat-area_mm2 0.001026 \
    yosysMostFrequentCell "dfrtp_1" \
    period_needed_ns 1.412 \
    timing.fmax_mhz 708.2 \
    wire_per_inst_um 9.311 \
    via_count 688 \
    yosysTopAreaCell "dfrtp_1" \
    antenna_found_initial 0 \
    drtPass1Iterations 4 \
    leakagePower_nw 0.6039 \
    place_inst 186 \
    ant_nets 0 \
    grt_usage_pct 3.561 \
    syn-cell-area_mm2 0.001026 \
    drive_above_1_share_pct 9.735 \
    simple_gate_share_pct 13.90 \
    top_cells_by_area "dfrtp_1 54%, ha_1 12%, nand2_1 4.8%, o21ai_0 4.4%, xnor2_1 3.4%" \
    post-route-worst-setup-slack_ns 0.1880 \
    ys_sh_aoi_pct 9.512 \
    tritoncts "done" \
    postCtsSetupRepairBufs 0 \
    hold_class "in2async" \
    rsz0062_at_grt "no" \
    cts_made_buffers 3 \
    fillers 697 \
    routed_wl_um 1769 \
    mux_share_pct 1.098 \
    p_per_area_mw_per_mm2 902.9 \
    timing.slew.headroom_pct 81.15 \
    antenna_cells 0 \
    cts_sinks 22 \
    async_reset_ff_share_pct 100.0 \
    yosysWarnings 1 \
    drc 0 \
    power_mw 1.196 \
    area_growth_pct 29.15 \
    placement.io_buffers 12 \
    grt_max_degree 23 \
    yosys.stat.seqShare_pct 53.66 \
    initialDrtViolationCount 32 \
    drv_cap 0 \
    grt_first_pass_wirelength_um 3091 \
    ys_ff 22 \
    finClkSkew_ns 0.005622 \
    clk_pin_slew_ns 0.08 \
    min_period_over_period_pct 88.25 \
    tightest_slew_ns 0.2828 \
    via_per_inst 3.621 \
    yosysUniqueCellTypes 23 \
    slowest_stage "clkdlybuf4s50_1" \
    warnings 26 \
    cp-start-kind "flop" \
    ir_drop_uv 512.1 \
    worstPathRequired_ns 1.28 \
    ys_top_logic_family "simple AND/OR/NAND/NOR gates" \
    clkLatencyLatePin_ns 0.26 \
    path_class "reg2out" \
    finalHoldViolCount 0 \
    grt_pass1_vias 688 \
    coreArea_mm2 0.006459 \
    dp_hpwl_um 1369 \
    cp_max_fo 2 \
    num_rows 29 \
    gp_congestion 0.7893 \
    syn_inst 96 \
    synth.cellmix.xorXnorShare_pct 5.976 \
    die_h_um 102 \
    overflow 0 \
    critPathMaxStageDelay_ns 0.47 \
    crit_chain "clkdlybuf4s50_1" \
    ios 13 \
    common_cells "22 x dfrtp_1, 13 x nand2_1, 10 x ha_1" \
    finalSetupViolations 0 \
    yosys-stat-cells 96 \
    die-area_mm2 0.01040 \
    cts_resized 0 \
    tns_ns 0 \
    cp_top_family "buffers and inverters" \
    final_cells 190 \
    edf_count 0 \
    fp_util_pct 15.89 \
    avgSynthCellArea_um2 10.69 \
    timing.critical_path.buf_inv 1 \
    adder_share_pct 12.20 \
    endpoint_kind "output port" \
    ff_type "dfrtp_1" \
    cp.arrival_ns 1.09 \
    clk_path_buf_depth 2 \
    dp_slack_ns 0.2602 \
]
## registers in the layout, summed over array words and instances (netlist names)
register / count
dac_clk: 1
current_data: 8
clk_divider: 4
dac_out: 1
pwm_counter: 8
## area by class of cell
class                      count  area [um2]  area share, %
sequential                    22       550.5          41.55
multi-input combinational     64       437.9          33.05
timing repair buffer          14       135.1          10.20
tap                           77       96.34          7.271
clock buffer                   3       41.29          3.116
inverter                       9       33.78          2.550
clock inverter                 1       30.03          2.266
## per-layer routing
layer | share of wire, % | vias to the layer above | global-route usage [%]
met5 | 0 | - | 0
met4 | 0 | 0 | 0
met3 | 6.2 | 0 | 1.636
met2 | 44 | 10 | 5.481
met1 | 50 | 320 | 4.810
li1 | - | 358 | -
## final timing paths
| kind | cells past startpoint | slack, ns | start | to |
|---|---|---|---|---|
| min in group clk0 | 1 | 0.47 | dac_clk | dac_clk |
| max in group asynchronous | 2 | 0.97 | rst_n | pwm_counter[6] |
| worst min-delay path | 2 | 0.40 | rst_n | clk_divider[0] |
| worst max-delay path | 1 | 0.19 | dac_clk | dac_clk |
| worst min register to register | 1 | 0.47 | dac_clk | dac_clk |
| worst max register to register | 4 | 0.25 | pwm_counter[0] | pwm_counter[3] |
## stage by stage
| stage | hold WS, ns | util [%] | cell area (um2) |
|---|---|---|---|
| 2_1_floorplan | 0.02441 | - | 1026 |
| 3_3_place_gp | 0.4580 | 19.41 | 1254 |
| 3_5_place_dp | 0.4617 | 19.41 | 1254 |
| 4_1_cts | 0.4128 | 20.52 | 1325 |
| 5_1_grt | 0.4400 | 20.52 | 1325 |
| 6_report | 0.4015 | 20.52 | 1325 |
## report_power, final
| part | leakage, nW | switching, mW | internal, mW |
|---|---|---|---|
| logic | 0.293 | 0.0472 | 0.0533 |
| registers | 0.275 | 0.00650 | 0.577 |
| clock network | 0.0357 | 0.178 | 0.334 |
| total | 0.604 | 0.232 | 0.964 |
## logic make-up after synthesis
| kind of cell | Yosys count |
|---|---|
| and+or+nand+nor | 29 |
| DFF | 22 |
| AOI/OAI and AO/OA | 17 |
| buffers and inverters | 10 |
| adders and majority gates | 10 |
| xor gates and xnor gates | 7 |
| muxes | 1 |
## cell usage in the layout, fill, tap and decap left out, types with 2 or more instances in the layout
master	synthesis	final
dfrtp_1	22	22
nand2_1	13	13
clkdlybuf4s50_1	0	12
ha_1	10	10
inv_1	9	9
o21ai_0	9	9
nand3_1	5	5
xnor2_1	4	4
nor2_1	4	4
a21oi_1	4	4
xor2_1	3	3
clkbuf_8	0	3
buf_4	0	2
No activity file was given, so power comes from the tool's default toggle rates.
